<file path="flow/config.mk">
export PLATFORM = sky130hd
export DESIGN_NAME = coord_generator
export DESIGN_NICKNAME = coord_generator
export VERILOG_FILES = /design/flow/design.v
export SDC_FILE = /design/flow/constraint.sdc
export NUM_CORES = 4
export LEC_CHECK = 1
export CORE_AREA = 10 10 70 70
export DIE_AREA = 0 0 80 80
</file>
<file path="flow/constraint.sdc">
current_design coord_generator

set clk_period 2.2
set clk_io_pct 0.2

create_clock -name clk0 -period $clk_period [get_ports {clk}]

set non_clock_inputs [all_inputs -no_clocks]
set_input_delay [expr $clk_period * $clk_io_pct] -clock clk0 $non_clock_inputs
set_output_delay [expr $clk_period * $clk_io_pct] -clock clk0 [all_outputs]
</file>
<file path="flow/design.v">
module coord_generator(
    input clk,
    input reset,
    output reg [9:0] x,
    output reg [8:0] y,
    output reg [31:0] cr,
    output reg [31:0] ci,
    input ready_next_stage,
    output reg valid_out
);
    always @(posedge clk) begin
        if (!reset) begin
            x <= 0;
            y <= 0;
            valid_out <= 0;
        end else if (ready_next_stage) begin
            valid_out <= 1;
            x <= (x == X_SIZE - 1) ? 0 : x + 1;
            y <= (x == X_SIZE - 1) ? ((y == Y_SIZE - 1) ? 0 : y + 1) : y;
            cr <= calculated_cr;  
            ci <= calculated_ci;  
        end
    end
endmodule
</file>
<file path="flow/run.sh">
#!/bin/bash
# OpenROAD 26Q1-2900-gdf79404cd8, Yosys 0.63+post, stock flow scripts
make -C /OpenROAD-flow-scripts/flow DESIGN_CONFIG=/design/flow/config.mk WORK_HOME=/design/flow/orfs finish
</file>
==> out/results.md <==
| Group | Item | Value |
|---|---|---|
| die | Starting density of the core | 30.0% |
| die | Top-level I/O count | 87 |
| yosys | Number of flops mapped to enable cells by yosys | 0 |
| yosys | Synth Area in Adders | 1.22% |
| placement | Buffers on Ports | 13 |
| placement | Final estimated routing congestion in global placement | 0.719 |
| power | Worst-case vdd ir drop | 0.123 mV |
| die | Height of the die | 80 µm |
| route | Average routed wire per standard cell | 10.9 µm |
| die | Area of the core | 0.00342 mm² |
| die | Die outline area | 0.00640 mm² |
| worst setup path | Endpoint required time on the critical path | 2400 ps |
| yosys | Fraction of the yosys area taken by sequential cells | 21.5% |
| yosys | Top cells by area | sky130_fd_sc_hd__buf_4, sky130_fd_sc_hd__dfxtp_1, sky130_fd_sc_hd__o31ai_1, sky130_fd_sc_hd__or4_1, sky130_fd_sc_hd__nor2_1 |
| yosys | Area share of and-or/or-and cells after synthesis | 5.85% |
| clocking | Clock tree from TritonCTS | built |
| global route | Largest net degree at the start of global routing | 12 |
| sta | Final slew viol count | 0 |
| worst setup path | Cell depth of the worst flop-to-flop path | 4 |
| yosys | Xor/xnor cell area share of the yosys netlist | 3.41% |
| sta | Worst clock skew | 5.68 ps |
| final layout | Post-synthesis to final-layout area growth | -7.32% |
| global route | GR Util All Layers | 5.36% |
| yosys | Mean instance size in the synthesized netlist | 8.21 µm² |
| yosys | Synth cell types | 19 |
| global route | Global-route wire length before repair | 2.90 mm |
| yosys | Dominant cell type by area after synthesis | sky130_fd_sc_hd__buf_4 |
| clocking | Number of buffers created by CTS | 3 |
| hold path | Worst hold-check path type | reg -> reg |
| yosys | Share of the synthesized area in the top cell type | 54.1% |
| clocking | Clock root buffer master | sky130_fd_sc_hd__clkbuf_4 |
| power | Reported leakage power | 0.446 nW |
| worst setup path | Critical Path Start Type | input port |
| yosys | Main logic family after synthesis | buffers and inverters |
| route | Inserted Diodes | 0 |
| route | Number of detailed-routing iterations run before antenna repair | 3 |
| worst setup path | CP Data Arrival Time | 1930 ps |
| sta | Share of the cycle needed by the critical path after routing | 78.8% |
| worst setup path | Worst Path Class, Setup | in -> reg |
| die | Std-Cell Rows | 21 |
| yosys | Async set-reset flop share out of synthesis | 0% |
| sta | Setup violation total in the final timing report | 0 |
| clocking | Number of buffers inserted by hold repair at cts | 0 |
| yosys | Synthesized chip area reported by yosys | 0.00103 mm² |
| run | Maximum Capacitance Violations | 0 |
| yosys | Number of storage elements in the synthesis netlist | 11 |
| clocking | Clock latency of the later-clocked register in the worst-skew pair | 260 ps |
| yosys | Instance count of the mapped netlist | 125 |
| sta | Achievable clock frequency | 0.577 GHz |
| run | Number of warnings in the stage logs | 25 |
| route | Residual DRC count | 0 |
| global route | Via count of the first global-routing pass | 651 |
| yosys | # Cells Yosys | 125 |
| yosys | Cell area after synthesis | 0.00103 mm² |
| clocking | Post-CTS Setup Bufs | 0 |
| final layout | Proportion of layout cells with a drive suffix above 1 | 3.60% |
| run status | Status | complete, no violations |
| clocking | Sinks on Clock Net | 11 |
| yosys | Yosys Warn Count | 9 |
| sta | Unrepaired setup endpoints after global routing | no |
| sta | Clock period minus final worst setup slack | 1730 ps |
| global route | Antenna violations before repair | 0 |
| route | Per-cell via count in the routed design | 3.20 |
| route | Detailed-route wire length | 2.01 mm |
| sta | Summed negative setup slack over all endpoints | 0 ps |
| die | Die x size | 80 µm |
| clocking | Post-cts repair resize count | 0 |
| route | First DRT Iteration DRCs | 14 |
| clocking | Worst-path clk slew | 70 ps |
| sta | Hold violation count in the final report | 0 |
| sta | Fin Hold WS | 476 ps |
| yosys | Post-synth mux share | 0.976% |
| yosys | Area share of and/or/nand/nor cells after synthesis | 11.5% |
| route | Remaining antenna violation count | 0 |
| worst setup path | Maximum fanout encountered on the critical timing path | 7 |
| route | Total number of vias | 592 |
| yosys | Most frequently used flop master after synthesis | sky130_fd_sc_hd__dfxtp_1 |
| global route | Remaining Overflow, GRT | 0 |
| placement | Final HPWL DP | 1.72 mm |
| clocking | Longest Clk Path Bufs | 2 |
| clocking | Level count of the clock H-tree | 1 |
| power | Power density over cell area | 402 mW/mm² |
| worst setup path | Worst Setup End Kind | flop |
| hold path | Worst Hold Depth | 2 |
[kinds of logic (layout without fill, tap and decap cells)]
kind of cell,Yosys count,count (layout)
AND-OR/OR-AND,10,10
XOR/XNOR,4,4
adder cells (fa/ha/maj),1,1
buffers and inverters,77,19
flip-flops,11,11
multiplexers,1,1
other,1,73
AND/OR/NAND/NOR,20,20
[report_power, final]
part / internal (mW) / switching, mW
sequential: 0.204 / 0.00643
combinational: 0.0171 / 0.0193
clock: 0.0701 / 0.0650
total: 0.291 / 0.0908
[critical path: stages]
cell	delay, ps
sky130_fd_sc_hd__clkdlybuf4s50_1	610
sky130_fd_sc_hd__nand3_1	220
sky130_fd_sc_hd__or4_1	510
sky130_fd_sc_hd__a21oi_1	140
[cell usage after synthesis (2+ instances only)]
cell / count
sky130_fd_sc_hd__a21oi_1: 5
sky130_fd_sc_hd__buf_4: 74
sky130_fd_sc_hd__dfxtp_1: 11
sky130_fd_sc_hd__inv_1: 2
sky130_fd_sc_hd__nand2_1: 2
sky130_fd_sc_hd__nand3_1: 2
sky130_fd_sc_hd__nand4_1: 3
sky130_fd_sc_hd__nor2_1: 7
sky130_fd_sc_hd__o31ai_1: 4
sky130_fd_sc_hd__or4_1: 4
sky130_fd_sc_hd__xor2_1: 3
[layer usage]
layer  wire length, µm  GRT usage (%)  up-vias  share of wire [%]
met1               793           5.76      258                 39
met5                 0              0        -                  0
met3               241           2.61        2                 12
met2               963           9.55       45                 48
met4                11          0.528        0               0.55
li1                  -              -      287                  -
[placed cells by master (no fill, tap or decap), drive strengths merged, types with 2 or more instances in the layout]
cell type,instances
dfxtp,11
o31ai,4
nor2,7
clkdlybuf4s50,13
nand4,3
or4,4
nand3,3
nand2,2
clkbuf,4
a21oi,5
conb,73
inv,2
xor2,3
[final cells by class]
class                   instances  area [µm²]
well taps                      46        57.6
inverters                       2        7.51
clock buffers                   4        26.3
flip-flops and latches         11         220
repair buffers                 13         130
fillers                       390        2460
multi-input cells             109         509
[sequential cells by signal (all words and copies together) (netlist names)]
name       flops
x             10
valid_out      1
[path summary, 6_finish.rpt]
kind,from,endpoint,slack [ps]
max,ready_next_stage,x[7]$_SDFFE_PN0P_,470
min,valid_out$_SDFFE_PN0P_,valid_out$_SDFFE_PN0P_,480
max reg2reg,x[0]$_SDFFE_PN0P_,x[6]$_SDFFE_PN0P_,820
min reg2reg,valid_out$_SDFFE_PN0P_,valid_out$_SDFFE_PN0P_,480
[stage by stage]
stage | setup slack [ps] | area (µm²) | power, mW | utilization [%] | cells
5_1_grt | 375 | 951 | 0.412 | 27.8 | 185
6_report | 467 | 951 | 0.382 | 27.8 | 185
3_5_place_dp | 213 | 925 | 0.255 | 27.1 | 181
3_3_place_gp | 241 | 925 | 0.256 | 27.1 | 181
2_1_floorplan | 844 | 1300 | 0.320 | - | 197
4_1_cts | 482 | 951 | 0.393 | 27.8 | 185
Power and IR drop assume default switching activity.
