[flow/run.sh]
#!/bin/bash
# OpenROAD 26Q1-2900-gdf79404cd8, Yosys 0.63+post, stock flow scripts
make -C /OpenROAD-flow-scripts/flow DESIGN_CONFIG=/design/flow/config.mk WORK_HOME=/design/flow/orfs finish
[flow/config.mk]
export PLATFORM = sky130hd
export DESIGN_NAME = man
export DESIGN_NICKNAME = man
export VERILOG_FILES = /design/flow/design.v
export SDC_FILE = /design/flow/constraint.sdc
export NUM_CORES = 4
export LEC_CHECK = 1
export CORE_UTILIZATION = 40
[flow/constraint.sdc]
current_design man

set clk_period 4.4
set clk_io_pct 0.2

create_clock -name clk0 -period $clk_period [get_ports {s_axi_lite_aclk}]

set non_clock_inputs [all_inputs -no_clocks]
set_input_delay [expr $clk_period * $clk_io_pct] -clock clk0 $non_clock_inputs
set_output_delay [expr $clk_period * $clk_io_pct] -clock clk0 [all_outputs]
[flow/design.v]
module simulator(
input           aclk,
input           aresetn,
input [7:0]     r,g,b,
input valid,
output [23:0]   simu_stream_tdata
);
reg [23:0]      tdata;
always @ (*) begin
    if(valid)
        tdata = {r, g, b};
    else
        tdata = 24'b0;
end
assign simu_stream_tdata = tdata;
endmodule
module man(
    input           out_stream_aclk,
    input           s_axi_lite_aclk,
    input           axi_resetn,
    input           periph_resetn,
    output  [31:0]   out_stream_tdata,
    output [3:0]     out_stream_tkeep,
    output           out_stream_tlast,
    input            out_stream_tready,
    output           out_stream_tvalid,
    output  [0:0]    out_stream_tuser, 
    input [AXI_LITE_ADDR_WIDTH-1:0] s_axi_lite_araddr,
    output                          s_axi_lite_arready,
    input                           s_axi_lite_arvalid,
    input [AXI_LITE_ADDR_WIDTH-1:0] s_axi_lite_awaddr,
    output                          s_axi_lite_awready,
    input                           s_axi_lite_awvalid,
    input                           s_axi_lite_bready,
    output [1:0]                    s_axi_lite_bresp,
    output                          s_axi_lite_bvalid,
    output [31:0]                   s_axi_lite_rdata,
    input                           s_axi_lite_rready,
    output [1:0]                    s_axi_lite_rresp,
    output                          s_axi_lite_rvalid,
    input [31:0]                    s_axi_lite_wdata,
    output                          s_axi_lite_wready,
    input                           s_axi_lite_wvalid
);
localparam REG_FILE_SIZE = 8;
parameter AXI_LITE_ADDR_WIDTH = 8;
localparam AWAIT_WADD_AND_DATA = 3'b000;
localparam AWAIT_WDATA = 3'b001;
localparam AWAIT_WADD = 3'b010;
localparam AWAIT_WRITE = 3'b100;
localparam AWAIT_RESP = 3'b101;
localparam AWAIT_RADD = 2'b00;
localparam AWAIT_FETCH = 2'b01;
localparam AWAIT_READ = 2'b10;
localparam AXI_OK = 2'b00;
localparam AXI_ERR = 2'b10;
reg [31:0]                          regfile [REG_FILE_SIZE-1:0];
reg [AXI_LITE_ADDR_WIDTH-3:0]       writeAddr, readAddr;
reg [31:0]                          readData, writeData;
reg [1:0]                           readState = AWAIT_RADD;
reg [2:0]                           writeState = AWAIT_WADD_AND_DATA;
always @(posedge s_axi_lite_aclk) begin
    readData <= regfile[readAddr];
    if (!axi_resetn) begin
    readState <= AWAIT_RADD;
    end
    else case (readState)
        AWAIT_RADD: begin
            if (s_axi_lite_arvalid) begin
                readAddr <= s_axi_lite_araddr[7:2];
                readState <= AWAIT_FETCH;
            end
        end
        AWAIT_FETCH: begin
            readState <= AWAIT_READ;
        end
        AWAIT_READ: begin
            if (s_axi_lite_rready) begin
                readState <= AWAIT_RADD;
            end
        end
        default: begin
            readState <= AWAIT_RADD;
        end
    endcase
end
assign s_axi_lite_arready = (readState == AWAIT_RADD);
assign s_axi_lite_rresp = (readAddr < REG_FILE_SIZE) ? AXI_OK : AXI_ERR;
assign s_axi_lite_rvalid = (readState == AWAIT_READ);
assign s_axi_lite_rdata = readData;
always @(posedge s_axi_lite_aclk) begin
    if (!axi_resetn) begin
        writeState <= AWAIT_WADD_AND_DATA;
    end
    else case (writeState)
        AWAIT_WADD_AND_DATA: begin   
            case ({s_axi_lite_awvalid, s_axi_lite_wvalid})
                2'b10: begin
                    writeAddr <= s_axi_lite_awaddr[7:2];
                    writeState <= AWAIT_WDATA;
                end
                2'b01: begin
                    writeData <= s_axi_lite_wdata;
                    writeState <= AWAIT_WADD;
                end
                2'b11: begin
                    writeData <= s_axi_lite_wdata;
                    writeAddr <= s_axi_lite_awaddr[7:2];
                    writeState <= AWAIT_WRITE;
                end
                default: begin
                    writeState <= AWAIT_WADD_AND_DATA;
                end
            endcase        
        end
        AWAIT_WDATA: begin  
            if (s_axi_lite_wvalid) begin
                writeData <= s_axi_lite_wdata;
                writeState <= AWAIT_WRITE;
            end
        end
        AWAIT_WADD: begin  
            if (s_axi_lite_awvalid) begin
                writeAddr <= s_axi_lite_awaddr[7:2];
                writeState <= AWAIT_WRITE;
            end
        end
        AWAIT_WRITE: begin  
            regfile[writeAddr] <= writeData;
            writeState <= AWAIT_RESP;
        end
        AWAIT_RESP: begin  
            if (s_axi_lite_bready) begin
                writeState <= AWAIT_WADD_AND_DATA;
            end
        end
        default: begin
            writeState <= AWAIT_WADD_AND_DATA;
        end
    endcase
end
assign s_axi_lite_awready = (writeState == AWAIT_WADD_AND_DATA || writeState == AWAIT_WADD);
assign s_axi_lite_wready = (writeState == AWAIT_WADD_AND_DATA || writeState == AWAIT_WDATA);
assign s_axi_lite_bvalid = (writeState == AWAIT_RESP);
assign s_axi_lite_bresp = (writeAddr < REG_FILE_SIZE) ? AXI_OK : AXI_ERR;
initial begin
   regfile[0] = 0;
end
localparam max_iteration = 100;
parameter SCALE_FACTOR = 256;
localparam X_SIZE = 640;
localparam Y_SIZE = 480;
localparam  SCALE_REAL = 768;
localparam  SCALE_IMAG = 614;
localparam  OFFSET_REAL = -384;
localparam  OFFSET_IMAG = -307;
localparam [2:0]
    MSTART = 3'b000,
    MITERATE = 3'b001,
    MOUTPUT = 3'b010,
    JSTART = 3'b011,
    JITERATE = 3'b100,
    JOUTPUT = 3'b101;
reg [2:0]  state = MSTART; 
wire switch = 0;
reg [15:0] x; 
reg [15:0] y;
reg [7:0] iter_count;
reg signed [31:0] zr, zi, zr2, zi2, c_im, c_re;
reg signed [31:0] temp1, temp2, temp3, temp4, temp5, temp6;
wire first = (x == 0) & (y == 0);
wire lastx = (x == X_SIZE - 1);
wire lasty = (y == Y_SIZE - 1);
always @(posedge out_stream_aclk) begin
    case(state)
        JSTART: begin
            if (periph_resetn) begin
                iter_count <= 0;
                zr <= OFFSET_REAL + x * SCALE_REAL/ X_SIZE;
                zi <= OFFSET_IMAG + y * SCALE_IMAG/ Y_SIZE;
                state <= JITERATE;
            end
            else begin
                x <= 0;
                y <= 0;
                state <= MSTART;
                end
            end
        JITERATE: begin
            if (periph_resetn) begin
                 zr2 = zr * zr / SCALE_FACTOR;  
                 zi2 = zi * zi / SCALE_FACTOR; 
                if (((zr2 + zi2) > (4*SCALE_FACTOR*SCALE_FACTOR))   || iter_count == max_iteration-1) begin
                    iter_count <= iter_count+1;
                    state <= JOUTPUT;                  
                end
                else begin
                    zr <= (zr2 - zi2) -213;
                    zi <= 2 * zr * zi / SCALE_FACTOR -59;
                    iter_count <= iter_count + 1;
                    state <= JITERATE;
                end
            end
            else begin
                x <= 0;
                y <= 0;
                   state <= MSTART;
            end
        end
        JOUTPUT: begin
        if (periph_resetn) begin
            iter_count <= 0;
            zr <= 0;
            zi <= 0;
            if (lastx) begin
                x <= 16'd0;
                if (lasty) begin
                    y <= 16'd0;
                end
                else begin
                    y <= y + 16'd1;
                end
            end
            else begin x <= x + 16'd1;
            end
            if(out_stream_tready)begin
                if(switch) begin
                   state <= JSTART; 
            end
            else begin 
                state <= MSTART;
            end
        end
        end
            else begin
                x <= 0;
                y <= 0;
                state <= MSTART;
        end
        end
        MSTART: begin
            if (periph_resetn) begin
                c_re = OFFSET_REAL + x * SCALE_REAL / X_SIZE;
                c_im = OFFSET_IMAG + y * SCALE_IMAG / Y_SIZE;
                zr <= 0; 
                zi <= 0; 
                state <= MITERATE;
            end
            else begin
                x <= 0;
                y <= 0;
                state <= MSTART;
            end
        end
        MITERATE: begin
            if (periph_resetn) begin
                temp1 = zr*zr;
                temp2 = zi*zi;
                 zr2 = (temp1 / SCALE_FACTOR ) ;  
                 zi2 = (temp2 / SCALE_FACTOR ) ; 
                if ((zr2 + zi2) > (4*SCALE_FACTOR*SCALE_FACTOR)   || iter_count == max_iteration-1) begin
                    iter_count <= iter_count+1;
                    state <= MOUTPUT;
                end 
                else begin
                    temp3 = 2 * zr * zi;
                    zr <= (zr2 - zi2) + c_re;
                    zi <= temp3 / SCALE_FACTOR + c_im ;
                    iter_count <= iter_count + 1;
                    state <= MITERATE;
                end
            end
             else begin
                x <= 0;
                y <= 0;
            end
        end
        MOUTPUT: begin
        if (periph_resetn) begin
            iter_count <= 0;
            zr <= 0;
            zi <= 0;
            if (lastx) begin
                x <= 16'd0;
                if (lasty) begin
                    y <= 16'd0;
                end
                else begin
                    y <= y + 16'd1;
                end
            end
            else x <= x + 16'd1;
            if(out_stream_tready)begin
                if(switch)begin
                    state <= JSTART;
                end
                else begin
                    state <= MSTART;
                end
            end
        end
            else begin
                x <= 0;
                y <= 0;
            end
        end
        default: begin
            state <= MSTART;
        end
    endcase
end
wire Mvalid = (state == MOUTPUT);
wire Jvalid = (state == JOUTPUT);
reg [23:0] data; 
always @(*) begin
    if (iter_count == max_iteration) begin
        data[23:16] = 0;
        data[15:8]  = 0;
        data[7:0]  = 0; 
    end
    else begin
        data[23:16] = iter_count*30 ;   
        data[15:8] = iter_count*20;   
        data[7:0] = iter_count*10;   
    end
end
wire [7:0] r, g, b;
assign r = data[23:16];
assign g = data[15:8];
assign b = data[7:0];
simulator pixel_simulator(
.aclk(aclk),
.aresetn(aresetn),
.r(g),
.g(b),
.b(r),
.simu_stream_tdata(color), 
.valid(Mvalid)
);
endmodule
==> GITHUB_STEP_SUMMARY <==
### Yosys + OpenROAD results

| Metric | Value |
|---|---|
| Setup bufs post-CTS | `0` |
| Wire length per cell | `19.17 µm` |
| Min Hold Slack | `about 0.58 ns` |
| Initial antenna violation count | `0` |
| TNS Setup | `0 ns` |
| Tmin final | `2.935 ns` |
| Pwr dens | `454.9 mW/mm²` |
| Area delta synth->final | `20.23%` |
| Worst hold path class | `register to register` |
| Resize count post-CTS | `0` |
| Endpoints failing setup | `0` |
| Sw frac | `0.1846` |
| Worst reg2reg endpoint | `regfile[4][18]$_DFFE_PP_` |
| Worst Setup SP | `axi_resetn` |
| Synthesized area per cell | `between 20 and 25 µm²` |
| CP max FO | `15` |
| Detailed Place HPWL | `11520 µm` |
| Pin count of the biggest net entering global routing | `approximately 65` |
| RSZ-0062 raised after global routing | `false` |
| Max Fclk | `around 340 MHz` |
| Layout cells sized above 1 | `0.1869` |
| CTS Buffer Depth | `3` |
| IO Port Bufs | `89` |
| First-pass GRT wire length | `32500 µm` |
| Critical Path RT | `between 4 and 5 ns` |
| Part of the power in combinational logic | `0.035` |
| Sequential share of power | `0.531` |
| Worst-Margin Slew | `around 0.72 ns` |
| Worst-path clk slew | `~0.060 ns` |
| Post-synth top cells | `300 x edfxtp_1, 41 x buf_4, 40 x mux4_1` |
| H-tree depth | `2` |
| Pint | `0.005514 W` |
| Detail Route Antenna Nets | `0` |
| Top Ports | `between 100 and 150` |
| Most frequent cell after synthesis | `edfxtp_1` |
| YS chip area | `between 0.01 and 0.015 mm²` |
| Initial DRC Count | `around 220` |
| Status | `finished clean` |
| Fin. Hold Viols | `0` |
| CTS root buf | `clkbuf_16` |
| R2R depth | `4` |
| Die Size | `0.03162 mm²` |
| Crit path capture | `regfile[4][18]$_DFFE_PP_` |
| Area leader share | `0.7286` |
| Hold Crit Depth | `2` |
| Synth Register Bits | `between 300 and 400` |
| Clock power share | `0.434` |
| Placer Congestion | `just under 0.8` |
| Number of global-route vias before repair | `between 5000 and 6000` |
| Cell area leaders | `edfxtp_1 73%, mux4_1 8.5%, dfxtp_1 6.0%, mux4_2 4.4%, mux2_2 2.9%` |
| CP Launch Type | `input port` |
| Total global routing overflow | `0` |
| Seq share, synth | `0.7885` |
| Clock skew | `0.01104 ns` |
| Number of enable flip-flop cells | `roughly 300` |
| Cell type with the largest total area after synthesis | `edfxtp_1` |
| Setup CP Type | `input port to register` |
| Post-Syn Instances | `~540` |
| Dpl ws | `0.8906 ns` |
| Fin worst setup slack | `1.465 ns` |
| Cell Type Count | `25` |
| Final cell count without fillers | `between 1000 and 1500` |
| Num rows | `approximately 64` |
| GRT Util Overall | `0.1512` |
| Fin. max-slew vios | `0` |
| FP Core Util | `0.4053` |
| Yosys cell count | `between 500 and 600` |
| TritonRoute pass-1 iters | `4` |
| CTS Buf Count | `36` |
| Via count | `between 5000 and 6000` |
| Core area | `between 0.03 and 0.04 mm²` |
| Log Warnings | `32` |
| Max-cap viol count | `0` |
| Ys Warns | `about 45` |
| Synthesized area | `0.01236 mm²` |
| Die H | `177.8 µm` |
| Clock sink count | `approximately 340` |
| Pleak | `~5 nW` |
| Relative slew margins | `0.5226` |
| Net Sw Power | `about 0.0012 W` |
| Top_reg_cell synth | `edfxtp_1` |
| Peak VDD IR | `0.2668 mV` |
| CP endpoint kind | `register` |
| R2r startpoint | `writeState[2]$_SDFFE_PN0P_` |
| Dpl cells | `~1000` |
| WP data arrival | `approximately 3.1 ns` |
| Asr flop ratio synth | `0` |
| Diode count | `0` |
| Vias per cell | `4.920` |
| Residual DRC count | `0` |
| Final Cycle Share | `0.6670` |
| CTS tree | `yes` |
| Total Routed Length | `20720 µm` |
| R2R Setup Slk | `around 2.0 ns` |
| Hold-fix buffers, CTS | `0` |
| Clk latency late pin | `~0.50 ns` |
| Fillers | `2377` |
| Chip Width | `roughly 180 µm` |
[metal layers]
| layer | GRT usage | vias to the layer above | wire [µm] |
|---|---|---|---|
| met5 | 0.01122 | - | 45 |
| met4 | 0.02635 | 2 | 301 |
| met3 | 0.1010 | 26 | 2809 |
| met2 | 0.2160 | 325 | 9675 |
| met1 | 0.2085 | 2582 | 7888 |
| li1 | - | 2383 | - |
[layout by cell type, fill, tap and decap left out, drive strengths merged]
| cell | count |
|---|---|
| or3 | 4 |
| dfxtp | 37 |
| nor2 | 14 |
| nor2b | 1 |
| a221oi | 1 |
| buf | 16 |
| conb | 41 |
| bufinv | 3 |
| and3 | 3 |
| nor4b | 1 |
| mux2i | 1 |
| nand2b | 3 |
| a211oi | 1 |
| nand2 | 7 |
| nor3 | 3 |
| nor4bb | 1 |
| inv | 1 |
| mux2 | 32 |
| mux4 | 64 |
| clkdlybuf4s50 | 89 |
| a21oi | 1 |
| edfxtp | 300 |
| clkbuf | 57 |
| clkinv | 4 |
[layout make-up]
class / count / area (µm²) / share of cell area
Timing Repair Buffer: 105 / 1061 / 0.07137
Sequential cell: 337 / 9749 / 0.6558
Multi-Input combinational cell: 178 / 2389 / 0.1607
Clock inverter: 7 / 106.4 / 0.007154
Clock buffer: 57 / 1061 / 0.07137
Inverter: 1 / 3.754 / 0.0002525
Tap cell: 396 / 495.5 / 0.03333
[cell families after synthesis]
kind of cell    synth area share
other cells            0.0003033
mux                       0.1587
flops                     0.7885
compound gates          0.001720
buf+inv                  0.03613
simple gates             0.01467
[critical path, cell delays in order]
cell,delay [ns]
clkdlybuf4s50_1,0.56
nor4bb_1,0.48
nand2b_1,0.33
nor2_4,0.56
buf_4,0.32
[power by group through the flow]
stage	clock [W]	sequential [W]	combinational [W]
4_1_cts	0.00301	0.00359	0.000245
5_1_grt	0.00316	0.00360	0.000262
6_report	0.00294	0.00359	0.000238
[flip-flops by register name (all words and copies together) (netlist names)]
name        count
regfile       256
readData       32
writeData      32
readAddr        6
writeAddr       6
writeState      3
readState       2
[stage by stage]
step / total power, W / instance area (µm²) / utilization
final: 0.006763 / 14870 / 0.4872
after global routing: 0.007018 / 14870 / 0.4872
after CTS: 0.006846 / 14870 / 0.4872
after detailed placement: 0.003900 / 13700 / 0.4490
after global placement: 0.003895 / 13700 / 0.4490
after floorplan: 0.003776 / 12520 / -
[how the worst min path moves through the flow]
stage,from,end,slack (ns)
4_1_cts,readState[1]$_SDFFE_PN0P_,readState[1]$_SDFFE_PN0P_,0.58
5_1_grt,readState[1]$_SDFFE_PN0P_,readState[1]$_SDFFE_PN0P_,0.63
6_report,readState[1]$_SDFFE_PN0P_,readState[1]$_SDFFE_PN0P_,0.58
Power is estimated from default activity; no workload was simulated.
